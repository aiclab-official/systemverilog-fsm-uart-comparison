==> flow/design.v <==
module uart_tx #(
    parameter CLK_FREQ = 100_000_000,  
    parameter BAUD_RATE = 115200,      
    parameter DW = 8                   
)(
    input  logic           clk_i,
    input  logic           rst_n_i,
    input  logic           tx_start,   
    input  logic [DW-1:0]  tx_data,    
    output logic           tx_busy,    
    output logic           tx          
);
    timeunit 1ns; timeprecision 1ps;
    typedef enum logic [3:0] {
        IDLE  = 4'b0001,
        START = 4'b0010,
        DATA  = 4'b0100,
        STOP  = 4'b1000
    } state_t;
    state_t current_state;
    localparam BAUD_COUNT = CLK_FREQ/BAUD_RATE;
    logic [$clog2(BAUD_COUNT)-1:0] baud_counter;
    logic baud_tick;
    logic [$clog2(DW)-1:0] bit_count;
    logic [DW-1:0] tx_shift_reg;
    always_ff @(posedge clk_i or negedge rst_n_i) begin
        if (!rst_n_i)
            baud_counter <= '0;
        else if (baud_counter == BAUD_COUNT-1)
            baud_counter <= '0;
        else if (current_state != IDLE)
            baud_counter <= baud_counter + 1'b1;
    end
    assign baud_tick = (baud_counter == BAUD_COUNT-1);
    always_ff @(posedge clk_i or negedge rst_n_i) begin
        if (!rst_n_i)
            bit_count <= '0;
        else if (current_state == IDLE)
            bit_count <= '0;
        else if (current_state == DATA && baud_tick)
            bit_count <= bit_count + 1'b1;
    end
    always_ff @(posedge clk_i or negedge rst_n_i) begin
        if (!rst_n_i)
            tx_shift_reg <= '1;
        else if (current_state == IDLE && tx_start)
            tx_shift_reg <= tx_data;
        else if (current_state == DATA && baud_tick)
            tx_shift_reg <= {1'b1, tx_shift_reg[DW-1:1]};
    end
    always_ff @(posedge clk_i or negedge rst_n_i) begin
        if (!rst_n_i) begin
            current_state <= IDLE;
            tx <= 1'b1;
        end else begin
            case (current_state)
                IDLE: begin
                    tx <= 1'b1;
                    if (tx_start)
                        current_state <= START;
                end
                START: begin
                    tx <= 1'b0;
                    if (baud_tick)
                        current_state <= DATA;
                end
                DATA: begin
                    tx <= tx_shift_reg[0];
                    if (baud_tick && bit_count == DW-1)
                        current_state <= STOP;
                end
                STOP: begin
                    tx <= 1'b1;
                    if (baud_tick)
                        current_state <= IDLE;
                end
                default: begin
                    current_state <= IDLE;
                    tx <= 1'b1;
                end
            endcase
        end
    end
    assign tx_busy = (current_state != IDLE);
endmodule
==> flow/run.sh <==
#!/bin/bash
# OpenROAD 26Q1-2900-gdf79404cd8, Yosys 0.63+post, stock flow scripts
make -C /OpenROAD-flow-scripts/flow DESIGN_CONFIG=/design/flow/config.mk WORK_HOME=/design/flow/orfs finish
==> flow/config.mk <==
export PLATFORM = sky130hd
export DESIGN_NAME = uart_tx
export DESIGN_NICKNAME = uart_tx
export VERILOG_FILES = /design/flow/design.v
export SDC_FILE = /design/flow/constraint.sdc
export NUM_CORES = 4
export LEC_CHECK = 1
export CORE_AREA = 10 10 103 103
export DIE_AREA = 0 0 113 113
export SYNTH_HDL_FRONTEND = slang
==> flow/constraint.sdc <==
current_design uart_tx

set clk_period 3.4
set clk_io_pct 0.2

create_clock -name clk0 -period $clk_period [get_ports {clk_i}]

set non_clock_inputs [all_inputs -no_clocks]
set_input_delay [expr $clk_period * $clk_io_pct] -clock clk0 $non_clock_inputs
set_output_delay [expr $clk_period * $clk_io_pct] -clock clk0 [all_outputs]
==> ci_impl_report.md <==
## PnR job results

| Metric | Value |
|---|---|
| Status | `finished, final reports clean` |
| HPWL after DPL | `1740 um` |
| Startpoint of the worst hold path | `tx_shift_reg[4]` |
| Design area | `1530 um^2` |
| Core area | `8300 um^2` |
| P&R area growth vs syn | `22.8%` |
| Simple-Gate Area Share | `28.1%` |
| Gpl congestion | `0.768` |
| Path depth of the worst reg2reg path | `4` |
| Initial antenna violation count | `0` |
| Critical Path End Type | `output port` |
| Io pins | `13` |
| Final setup fails | `0` |
| Reg-to-Reg End | `bit_count[2]` |
| Worst Hold Path Cells | `2` |
| Worst-path fanout max | `6` |
| Reg clk slew, reported paths | `0.08 ns` |
| Die area | `12800 um^2` |
| Worst min path class | `reg2reg` |
| Crit path kind | `reg2out` |
| Via count | `898` |
| Final worst path period need | `2.31 ns` |
| Hold WS | `0.498 ns` |
| Logic family by area | `simple AND/OR/NAND/NOR gates` |
| Most frequent cells in the layout | `18 x nand2_1, 16 x nand3_1, 16 x dfrtp_1, 12 x clkdlybuf4s50_1, 10 x dfstp_2` |
| Largest net degree at the start of global routing | `27` |
| Pre-CTS setup slack | `1.37 ns` |
| Crit share post-route | `67.9%` |
| Commonest Layout Cell | `nand2_1` |
| DP Area | `1480 um^2` |
| Count of library flops with an enable pin | `0` |
| Floorplan core density | `15.0%` |
| Mux frac, synth | `2.41%` |
| Syn Area/Cell | `10.2 um^2` |
| Worst slew margin | `57.7%` |
| Grt total ovfl | `0` |
| Synthesized registers | `26` |
| Root buffer cell | `clkbuf_8` |
| Longest Clk Path Bufs | `2` |
| DR pass1 iterations | `4` |
| Arr. time, crit path | `1.63 ns` |
| Yosys chip area | `1240 um^2` |
| Max-cap violations | `0` |
| Log Warnings | `25` |
| Netlist Area Pre-Place | `1240 um^2` |
| Total negative slack | `0 ns` |
| CTS Sinks | `26` |
| Yosys warns | `0` |
| R2R Setup Slk | `1.49 ns` |
| All-Layer GR Usage | `3.61%` |
| Cell Type Count | `30` |
| Post-synth ARST share | `100%` |
| Drt total wl | `2330 um` |
| Adder Share, Synth | `3.02%` |
| Post-synth seq share | `53.3%` |
| Endpoints failing hold | `0` |
| Number of gates resized after cts | `0` |
| Clk latency late pin | `0.26 ns` |
| Rows | `33` |
| Antenna diodes | `0` |
| Top_reg_cell synth | `dfrtp_1` |
| R2R Path Start | `baud_counter[4]` |
| First-pass GRT wire length | `4040 um` |
| Leak | `0.611 nW` |
| DR iter-0 viols | `73` |
| Share of cells above drive strength 1 | `13.3%` |
| Worst-Margin Slew | `0.633 ns` |
| CTS HTree Levels | `1` |
| RSZ-0062 raised after global routing | `false` |
| FILL cells | `901` |
| Final Skew | `0.00234 ns` |
| Post-CTS Hold Buffers | `0` |
| Final Max Slew Viols | `0` |
| Vias in the first global route | `882` |
| DIE HEIGHT | `113 um` |
| Worst setup SP type | `flip-flop` |
| Port Buffers | `12` |
| Setup bufs post-CTS | `0` |
| Critical Path RT | `2.72 ns` |
| Vias/cell | `3.74` |
| Routed WL per cell | `9.72 um` |
| Hold EP | `tx_shift_reg[3]` |
| Ys cells | `122` |
| XOR/XNOR Fraction of Synth Area | `4.92%` |
| Antenna Nets Post-Route | `0` |
| CTS tree | `built` |
| Final worst slack | `1.09 ns` |
| Synthesized instance count | `122` |
| Die Wd | `113 um` |
| Worst vdd ir | `0.129 mV` |
| CTS Buf Count | `3` |
| Max Clk Rate | `433 MHz` |
| DRC viols | `0` |
| PwrDens | `350 nW/um^2` |
| Number of flip-flops in the largest register | `10` |
| Complex Gates by Area | `5.13%` |
cells in the mapped netlist (3+ instances only):
library cell	n	area, um^2
dfstp_2	10	263
or3_1	3	18.8
nand2_1	18	67.6
ha_1	3	37.5
xnor2_1	5	43.8
nand3_1	16	80.1
nand3b_1	9	67.6
nor2_1	6	22.5
mux2i_1	3	30.0
dfrtp_1	16	400
inv_1	3	11.3
o21ai_0	8	40.0
worst max path at each step:
stage	from	end	slack (ns)	depth (start not counted)
after CTS	current_state[2]	tx_busy	1.06	2
after global routing	current_state[2]	tx_busy	1.01	2
final	current_state[3]	tx_busy	1.09	2
worst max-delay path, cell delays in order (launching register included):
cell and delay, ns:
dfrtp_1 0.42, or3_1 0.49, clkdlybuf4s50_1 0.45
stage by stage:
step,total power [mW],std cells,util (%)
2_1_floorplan,0.349,122,-
3_3_place_gp,0.370,236,17.9
3_5_place_dp,0.371,236,17.9
4_1_cts,0.545,240,18.4
5_1_grt,0.563,240,18.4
6_report,0.535,240,18.4
layer usage:
metal	up-vias	share of wire, %	GRT usage (%)	routed length [um]
met5	-	0	0	0
met4	0	2.1	0.846	48
met3	2	3.5	0.748	82
met2	6	49	5.76	1140
met1	440	45	4.89	1060
li1	450	-	-	-
where the power goes:
| part | total (mW) | internal [mW] | switching [mW] |
|---|---|---|---|
| clock network | 0.171 | 0.0807 | 0.0899 |
| logic | 0.0304 | 0.0174 | 0.0130 |
| registers | 0.334 | 0.329 | 0.00588 |
logic make-up after synthesis:
family	count (synthesis)
simple gates	64
flops	26
compound gates	11
buf+inv	8
xor+xnor	7
mux	3
fa+ha+maj	3
final cells by class:
type,instances,area [um^2],area share (%)
flip-flops and latches,26,663,43.4
multi-input cells,88,543,35.5
repair buffers,14,135,8.84
well taps,105,131,8.59
clock buffers,3,41.3,2.70
inverters,3,11.3,0.736
clock inverters,1,3.75,0.245
No activity file was given, so power comes from the tool's default toggle rates.
